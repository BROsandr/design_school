<file path="./run.sh">
#!/bin/bash
# OpenROAD 26Q1-2900-gdf79404cd8, Yosys 0.63+post, stock flow scripts
make -C /OpenROAD-flow-scripts/flow DESIGN_CONFIG=/design/flow/config.mk WORK_HOME=/design/flow/orfs finish
</file>
<file path="./config.mk">
export PLATFORM = sky130hd
export DESIGN_NAME = simple_add_sub
export DESIGN_NICKNAME = simple_add_sub
export VERILOG_FILES = /design/flow/design.v
export SDC_FILE = /design/flow/constraint.sdc
export NUM_CORES = 4
export LEC_CHECK = 1
export CORE_AREA = 10 10 70 70
export DIE_AREA = 0 0 80 80
export SYNTH_HDL_FRONTEND = slang
</file>
<file path="./constraint.sdc">
current_design simple_add_sub

set clk_period 7.1
set clk_io_pct 0.2

create_clock -name clk0 -period $clk_period

set non_clock_inputs [all_inputs -no_clocks]
set_input_delay [expr $clk_period * $clk_io_pct] -clock clk0 $non_clock_inputs
set_output_delay [expr $clk_period * $clk_io_pct] -clock clk0 [all_outputs]
</file>
<file path="./design.v">
module simple_add_sub (
  input  [7:0] operandA, operandB,  
  output [8:0] out_sum, out_dif     
);
  assign out_sum = operandA + operandB;
  assign out_dif = operandA - operandB;
endmodule
</file>
==> impl_metrics.yaml <==
# generated from flow reports
critical_path:
  path_common_cell: "sky130_fd_sc_hd__clkdlybuf4s50_1"
  critPathMaxStageDelay_ns: 0.57
  endpoint_kind: "output port"
  worstPathCellList: "clkdlybuf4s50_1, inv_1, ha_1, nand2b_1, a221oi_1, nand2_1, a221oi_2, clkdlybuf4s50_1"
  worstPathRequired_ns: 5.68
  cp_max_fo: 4
  worst-endpoint-arrival_ns: 3.90
  startpoint: "operandB[1]"
  critical_path_class: "input pin to output port"
  path_delay_family: "buffers and inverters"
  worst-path-buf-inv: 3
  critical_path_cell_with_the_highest_stage_delay: "sky130_fd_sc_hd__clkdlybuf4s50_1"
  crit_path_start_kind: "input pin"
timing:
  hold_viol: 0
  finalSetupTns_ns: 0
  min_period_ns: 5.32
  finalSetupViolCount: 0
  timing.max_slew.rel_slack_pct: 64.1
  holdWs_ns: 3.90
  setup_repair_after_global_routing_missed_its_margin: "no"
  tightestPinTransition_ns: 0.539
  slew_viol_final: 0
  layout_worst_path_cycle_share_pct: 74.9
  fmaxAchievable_mhz: 188
synth:
  post_synthesis_sequential_area_ratio_pct: 0
  netlist-cell-type-count: 36
  post_synth_fa_ha_maj_area_fraction_pct: 31.6
  mux_contribution_to_synthesized_area_pct: 1.32
  synthesis.area_per_instance_um2: 7.10
  yosys.area_share.xor_xnor_pct: 8.07
  synth_chip_area_um2: 759
  post_synth_most_frequent_cells: "sky130_fd_sc_hd__inv_1, sky130_fd_sc_hd__ha_1, sky130_fd_sc_hd__a21oi_1, sky130_fd_sc_hd__nor2_1, sky130_fd_sc_hd__xnor2_1"
  synthAoiAreaFrac_pct: 25.4
  synth_stat.cells: 107
  mappedNetlistArea_um2: 759
  synth_warnings: 0
  ys_top_cells_by_area: "sky130_fd_sc_hd__ha_1, sky130_fd_sc_hd__inv_1, sky130_fd_sc_hd__xnor2_1, sky130_fd_sc_hd__a21oi_1, sky130_fd_sc_hd__fa_1"
  synth-simple-area-share_pct: 20.9
  topCombFamilyByArea: "adder cells"
  yosys.area.top_type_share_pct: 26.4
  syn-instance-count: 107
  netlist.top_cell.by_instances: "sky130_fd_sc_hd__inv_1"
  largest_area_cell: "sky130_fd_sc_hd__ha_1"
routing:
  detail_route.iter0.violations: 52
  routed_via_density: 4.40
  via_count: 801
  detailedRoute.firstPassIterationCount: 4
  route.antenna.diode_count: 0
  postRouteWirelength_mm: 2.11
  antenna_left: 0
  drt-wirelength-per-cell_um: 11.6
  detail_route.drc_violations: 0
pwr:
  power-per-cell-area_nw_per_um2: 89.6
  comb_power_share_pct: 100.0
  power_switching_share_pct: 39.0
  clock_power_share_pct: 0
  ir_drop_uv: 36.8
  static-leakage-power_nw: 0.502
  internal_power_uw: 61.6
  pwr-share-seq_pct: 0
  power_switching_uw: 39.5
cells_and_area:
  area_growth_synth_to_finish_pct: 48.6
  num-clock-buffers: 0
  layout.area.comb_um2: 663
  postLayoutCellArea_um2: 1130
  filler_cell_count: 369
  n_sequential_cell: 0
  ff_latch_area_um2: 0
  share_of_layout_cells_above_drive_strength_1_pct: 2.21
global_routing:
  grt_start_max_net_pins: 11
  antenna_found_initial: 0
  grt_first_pass_wirelength_mm: 3.66
  via_count_of_the_first_global_routing_pass: 798
  globalRouteOverflowTotal: 0
  grt_usage_pct: 6.64
clocking:
  post-cts-setup-buffers: 0
  ctsResizeCount: 0
  cts_hold_buf: 0
die:
  fp_util_pct: 22.2
  die_area_um2: 6400
  design.portCount: 34
  die.size.y_um: 80
  chipWidth_um: 80
  rows: 21
  coreArea_um2: 3420
status:
  run_status: "completed"
placed_design:
  detailed_place.area_um2: 1130
  portBuffers: 34
  dp.final_hpwl_mm: 1.86
  finalWeightedCongestion: 0.857
min_path:
  hp-start: "operandB[0]"
  worstHoldPathType: "input pin to output port"
flow_run:
  max_cap_violations: 0
  warning_count: 40
kinds of logic after synthesis:
logic type                 after synthesis
muxes                                    1
adders and majority gates               18
and+or+nand+nor                         31
buffers and inverters                   23
xor gates and xnor gates                 7
AOI/OAI and AO/OA                       27
power by group through the flow:
stage     clock (mW)  combinational [mW]  sequential, mW
6_report           0               0.101               0
5_1_grt            0               0.115               0
4_1_cts            0               0.104               0
layout by cell type, fill, tap and decap left out, types with 2 or more instances in the layout:
cell type / count
sky130_fd_sc_hd__or4_1: 2
sky130_fd_sc_hd__ha_1: 16
sky130_fd_sc_hd__a21o_1: 2
sky130_fd_sc_hd__fa_1: 2
sky130_fd_sc_hd__inv_1: 18
sky130_fd_sc_hd__nand2b_1: 5
sky130_fd_sc_hd__xnor2_1: 7
sky130_fd_sc_hd__nor2_1: 9
sky130_fd_sc_hd__nand3_1: 2
sky130_fd_sc_hd__a21oi_1: 9
sky130_fd_sc_hd__nor3_1: 4
sky130_fd_sc_hd__clkdlybuf4s50_1: 34
sky130_fd_sc_hd__o21ai_0: 2
sky130_fd_sc_hd__nor2b_1: 2
sky130_fd_sc_hd__nand2_1: 4
final timing paths:
kind / endpoint / slack [ns] / depth (start not counted)
setup / recovery: out_sum[7] / 1.78 / 8
hold / removal: out_dif[0] / 3.90 / 4
per-layer routing:
metal	global-route usage, %	vias to the layer above	share of wire [%]
met3	1.36	0	7.2
met4	0	0	0
met5	0	-	0
met2	11.4	22	47
li1	-	426	-
met1	8.83	353	46
layout make-up:
type,instances,share of cell area (%)
Multi-Input combinational cell,84,58.8
Timing Repair Buffer,34,30.2
Inverter,18,5.99
Tap cell,46,5.10
metrics by stage:
step	worst slack, ns	power [mW]	utilization (%)	std cells
after floorplan	3.01	0.0478	-	107
after global placement	1.78	0.102	33.0	182
after detailed placement	1.74	0.103	33.0	182
after CTS	1.73	0.104	33.0	182
after global routing	1.56	0.115	33.0	182
final	1.78	0.101	33.0	182
Power is estimated from default activity; no workload was simulated.
